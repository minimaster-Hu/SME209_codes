### ./design.v
module data_mem(
    input clk,
    input [6:0] data_addr,
    input rd_en,
    input rst_n,
    output reg [31:0] data_out
);
reg [31:0] data_mem [127:0];
always @(posedge clk or negedge rst_n)	begin
    if(!rst_n)begin
        data_out<=32'b0;  
    end
    else if(rd_en)begin
        data_out<=data_mem[data_addr];
    end
    else begin
        data_out<=data_out;
    end
end
integer i;
initial begin
			data_mem[0] = 32'h00000800; 
			data_mem[1] = 32'hABCD1234; 
			data_mem[2] = 32'h00000001; 
			data_mem[3] = 32'h00000010; 
			data_mem[4] = 32'h00000100; 
			data_mem[5] = 32'h00001000; 
			data_mem[6] = 32'h00010000; 
			data_mem[7] = 32'h00100000; 
			data_mem[8] = 32'h01000000; 
			data_mem[9] = 32'h10000000; 
			data_mem[10] = 32'h01000000; 
			data_mem[11] = 32'h00100000; 
			data_mem[12] = 32'h00010000; 
			data_mem[13] = 32'h00001000; 
			data_mem[14] = 32'h00000100; 
			data_mem[15] = 32'h00000010; 
			data_mem[16] = 32'h00000001; 
			data_mem[17] = 32'h00000002; 
			data_mem[18] = 32'h00000020; 
			data_mem[19] = 32'h00000200; 
			data_mem[20] = 32'h00002000; 
			data_mem[21] = 32'h00020000; 
			data_mem[22] = 32'h00200000; 
			data_mem[23] = 32'h02000000; 
			data_mem[24] = 32'h20000000; 
			data_mem[25] = 32'h02000000; 
			data_mem[26] = 32'h00200000; 
			data_mem[27] = 32'h00020000; 
			data_mem[28] = 32'h00002000; 
			data_mem[29] = 32'h00000200; 
			data_mem[30] = 32'h00000020; 
			data_mem[31] = 32'h00000002; 
			data_mem[32] = 32'h00000003; 
			data_mem[33] = 32'h00000030; 
			data_mem[34] = 32'h00000300; 
			data_mem[35] = 32'h00003000; 
			data_mem[36] = 32'h00030000; 
			data_mem[37] = 32'h00300000; 
			data_mem[38] = 32'h03000000; 
			data_mem[39] = 32'h30000000; 
			data_mem[40] = 32'h03000000; 
			data_mem[41] = 32'h00300000; 
			data_mem[42] = 32'h00030000; 
			data_mem[43] = 32'h00003000; 
			data_mem[44] = 32'h00000300; 
			data_mem[45] = 32'h00000030; 
			data_mem[46] = 32'h00000003; 
			data_mem[47] = 32'h00000004; 
			data_mem[48] = 32'h00000040; 
			data_mem[49] = 32'h00000400; 
			data_mem[50] = 32'h00004000; 
			data_mem[51] = 32'h00040000; 
			data_mem[52] = 32'h00400000; 
			data_mem[53] = 32'h04000000; 
			data_mem[54] = 32'h40000000; 
			data_mem[55] = 32'h04000000; 
			data_mem[56] = 32'h00400000; 
			data_mem[57] = 32'h00040000; 
			data_mem[58] = 32'h00004000; 
			data_mem[59] = 32'h00000400; 
			data_mem[60] = 32'h00000040; 
			data_mem[61] = 32'h00000004; 
			data_mem[62] = 32'h00000005; 
			data_mem[63] = 32'h00000050; 
			data_mem[64] = 32'h00000500; 
			data_mem[65] = 32'h00005000; 
			data_mem[66] = 32'h00050000; 
			data_mem[67] = 32'h00500000; 
			data_mem[68] = 32'h05000000; 
			data_mem[69] = 32'h50000000; 
			data_mem[70] = 32'h05000000; 
			data_mem[71] = 32'h00500000; 
			data_mem[72] = 32'h00050000; 
			data_mem[73] = 32'h00005000; 
			data_mem[74] = 32'h00000500; 
			data_mem[75] = 32'h00000050; 
			data_mem[76] = 32'h00000005; 
			data_mem[77] = 32'h00000006; 
			data_mem[78] = 32'h00000060; 
			data_mem[79] = 32'h00000600; 
			data_mem[80] = 32'h00006000; 
			data_mem[81] = 32'h00060000; 
			data_mem[82] = 32'h00600000; 
			data_mem[83] = 32'h06000000; 
			data_mem[84] = 32'h60000000; 
			data_mem[85] = 32'h06000000; 
			data_mem[86] = 32'h00600000; 
			data_mem[87] = 32'h00060000; 
			data_mem[88] = 32'h00006000; 
			data_mem[89] = 32'h00000600; 
			data_mem[90] = 32'h00000060; 
			data_mem[91] = 32'h00000006; 
			data_mem[92] = 32'h00000007; 
			data_mem[93] = 32'h00000070; 
			data_mem[94] = 32'h00000700; 
			data_mem[95] = 32'h00007000; 
			data_mem[96] = 32'h00070000; 
			data_mem[97] = 32'h00700000; 
			data_mem[98] = 32'h07000000; 
			data_mem[99] = 32'h70000000; 
			data_mem[100] = 32'h07000000; 
			data_mem[101] = 32'h00700000; 
			data_mem[102] = 32'h00070000; 
			data_mem[103] = 32'h00007000; 
			data_mem[104] = 32'h00000700; 
			data_mem[105] = 32'h00000070; 
			data_mem[106] = 32'h00000007; 
			data_mem[107] = 32'h00000008; 
			data_mem[108] = 32'h00000080; 
			data_mem[109] = 32'h00000800; 
			data_mem[110] = 32'h00008000; 
			data_mem[111] = 32'h00080000; 
			data_mem[112] = 32'h00800000; 
			data_mem[113] = 32'h08000000; 
			data_mem[114] = 32'h80000000; 
			data_mem[115] = 32'h08000000; 
			data_mem[116] = 32'h00800000; 
			data_mem[117] = 32'h00080000; 
			data_mem[118] = 32'h00008000; 
			data_mem[119] = 32'h00000800; 
			data_mem[120] = 32'h00000080; 
			data_mem[121] = 32'h00000008; 
			for(i = 122; i < 128; i = i+1) begin 
				data_mem[i] = 32'h0; 
			end
end
endmodule
### ./run.sh
#!/bin/bash
# OpenROAD 26Q1-2900-gdf79404cd8, Yosys 0.63+post, stock flow scripts
make -C /OpenROAD-flow-scripts/flow DESIGN_CONFIG=/design/flow/config.mk WORK_HOME=/design/flow/orfs finish
### ./config.mk
export PLATFORM = sky130hd
export DESIGN_NAME = data_mem
export DESIGN_NICKNAME = data_mem
export VERILOG_FILES = /design/flow/design.v
export SDC_FILE = /design/flow/constraint.sdc
export NUM_CORES = 4
export LEC_CHECK = 1
export CORE_UTILIZATION = 50
export SYNTH_HDL_FRONTEND = slang
### ./constraint.sdc
current_design data_mem

set clk_period 1.3
set clk_io_pct 0.2

create_clock -name clk0 -period $clk_period [get_ports {clk}]

set non_clock_inputs [all_inputs -no_clocks]
set_input_delay [expr $clk_period * $clk_io_pct] -clock clk0 $non_clock_inputs
set_output_delay [expr $clk_period * $clk_io_pct] -clock clk0 [all_outputs]
==> out/summary.log <==
INFO  outcome        run_status=complete, but fails checks
INFO  outcome        violations=negative setup slack
INFO  detailed_routing dr.first_iter.drc_count=620
INFO  setup_path     crit_path_capture_type=flop
INFO  grt            first_global_vias=3039
INFO  detailed_routing detail_route.vias_per_cell=6.92
INFO  flow_run       max_cap_violations=0
INFO  floorplanning  total_die_size=5680um2
INFO  final_layout   share_of_cells_above_drive_strength_1=0.492
INFO  grt            antenna_found_initial=0
INFO  clocking       clock_latency=0.28ns
INFO  detailed_routing postRouteAntennaNets=0
INFO  sta            max_freq=623MHz
INFO  sta            timing.final.ws_setup=-0.305ns
INFO  clocking       cts-buffers-inserted=5
INFO  setup_path     timing.critical_path.required=1.47ns
INFO  place          detailed_place_hpwl=6600um
INFO  synthesis      netlist_area_pre_place=2690um2
INFO  setup_path     slack_of_the_worst_reg_to_reg_path=0.36ns
INFO  sta            report.final.slew_viol_count=0
INFO  sta            timing.final.crit_share=1.23
INFO  clocking       clock_tree_from_tritoncts=yes
INFO  pwr            vdd_drop_max=0.573mV
INFO  setup_path     r2r_cells=2
INFO  setup_path     timing.setup.critical_path_class=input port to flop
INFO  floorplanning  area_inside_the_core_boundary=5140um2
INFO  setup_path     worst_path_max_delay_cell=nor4_4
INFO  pwr            power_switching=1.13mW
INFO  setup_path     r2r-end=data_out[19]
INFO  detailed_routing antenna_cells=0
INFO  worst_hold_path timing.hold.worst.class=input port to asynchronous set/reset pin
INFO  sta            tightest_slew=0.395ns
INFO  synthesis      ffs_latches_synth=32
INFO  sta            finalClockSkew=0ns
INFO  floorplanning  floorplan.rows=26
INFO  sta            final-hold-violation-count=0
INFO  detailed_routing detail_route.wirelength=13800um
INFO  pwr            swShare=0.332
INFO  pwr            post-layout-total-power=3.42mW
INFO  place          io_buffer_count=41
INFO  setup_path     critical_path.reg2reg.startpoint=data_out[19]
INFO  pwr            power_per_cell_area=717nW/um2
INFO  synthesis      synth_cell_types=70
INFO  grt            pin_count_of_the_biggest_net_entering_global_routing=33
INFO  place          placed_area=3880um2
INFO  final_layout   reg.largest.list=data_out: 32 flops
INFO  pwr            p_int=2.29mW
INFO  grt            grt_first_pass_wirelength=16500um
INFO  synthesis      predominant_post_synthesis_flop_cell=dfrtp_1
INFO  clocking       numClockSinks=32
INFO  floorplanning  die_height=75.4um
INFO  setup_path     cp_data_arrival_time=1.77ns
INFO  pwr            power.share.clock=0.291
INFO  clocking       max-clock-path-buffers=2
INFO  setup_path     max_stage_delay=0.37ns
INFO  synthesis      topCombFamilyByArea=AND-OR/OR-AND gates
INFO  pwr            p_seq_frac=0.323
INFO  place          placedCellCount=500
INFO  synthesis      synth_top_area_cells=dfrtp_1 (30%), nor2_1 (4.7%), a21oi_1 (4.7%), nand2b_1 (3.3%), mux2i_1 (3.0%)
INFO  synthesis      async_flop_share=1.00
INFO  final_layout   count_of_placed_standard_cells_in_the_final_layout_fillers_left_out=544
INFO  detailed_routing remaining_drc_errors=0
INFO  place          gp_congestion=1.01
INFO  detailed_routing routedWlPerCell=25.4um
INFO  synthesis      edf_count=0
INFO  sta            slew_headroom=0.735
INFO  detailed_routing vias=3766
INFO  sta            fin_worst_hold_slack=0.308ns
INFO  final_layout   largest_register=data_out
INFO  synthesis      post_synth_fa_ha_maj_area_fraction=0.0186
INFO  synthesis      synthXorXnorAreaFrac=0.0256
INFO  synthesis      synth.yosys.seq_area_share=0.298
INFO  synthesis      netlist.top_cell.by_area=dfrtp_1
INFO  floorplanning  initial_core_util=0.523
INFO  sta            setup-violations-final=26
INFO  detailed_routing firstDrtPassIters=6
INFO  place          dp_worst_setup_slack=-0.998ns
INFO  floorplanning  die_width=75.4um
INFO  clocking       cts.root.buffer_cell=clkbuf_8
INFO  synthesis      cell_count_listed_in_synth_stat_txt=332
INFO  sta            rsz0062_at_grt=yes
INFO  synthesis      ys_area=2690um2
INFO  grt            grt_use_total=0.409
INFO  clocking       cts.reportedPaths.clkPinSlew=0.09ns
INFO  floorplanning  floorplan.io_pins=42
INFO  setup_path     crit_top_cell=buf_6
INFO  synthesis      synth.top_cell.area_share=0.298
INFO  setup_path     critPathLaunchType=input port
INFO  pwr            pwr-share-comb=0.386
INFO  clocking       htreeDepth=2
INFO  synthesis      yosys.area_share.aoi=0.265
INFO  flow_run       tool_warnings=33
INFO  synthesis      yosysWarnings=0
INFO  final_layout   syn_to_final_growth=77.2%
INFO  synthesis      syn_inst=332
INFO  setup_path     timing.critical_path.cells=buf_6, buf_6, buf_12, clkinvlp_4, buf_6, nor4_4, a21oi_1, a21oi_1
INFO  synthesis      mux_area_frac=0.0423
INFO  final_layout   post-route-cell-area=4770um2
INFO  final_layout   largest_reg_flops=32
INFO  pwr            power_leakage=2.11nW
INFO  synthesis      avgSynthCellArea=8.10um2
INFO  setup_path     critical_path_fanouts_max=7
INFO  sta            fin_crit=1.60ns
INFO  synthesis      simple_gate_area_frac=0.256
INFO  grt            gr-total-overflow=0
INFO  clocking       cts_hold_buffers_added=0
-- cell usage after synthesis, drive strengths merged (4+ instances only) --
library cell / count
mux2i: 8
a31oi: 9
nand2b: 14
dfrtp: 32
nand3: 8
ha: 4
nand2: 19
o22ai: 6
a21oi: 25
nor2: 34
xnor2: 6
nor3: 10
o21ai: 12
o211ai: 5
nor2b: 5
inv: 12
nand3b: 6
buf: 25
and3: 5
o221ai: 4
clkbuf: 13
a211oi: 5
-- how the worst max path moves through the flow --
stage,from,endpoint,slack (ns),depth (start not counted)
6_report,data_addr[4],data_out[31],-0.30,8
5_1_grt,data_addr[4],data_out[31],-0.26,8
4_1_cts,data_addr[1],data_out[29],-0.17,10
-- power groups by stage --
stage                 registers, mW  logic [mW]  clock network, mW
after global routing           1.12        1.36               1.02
after CTS                      1.10        1.10              0.990
final                          1.11        1.32              0.995
-- worst max-delay path, delay by kind of cell --
| family | cells | cell delay, ns |
|---|---|---|
| buf+inv | 5 | 0.71 |
| simple gates | 1 | 0.37 |
| compound gates | 2 | 0.43 |
-- metal layers --
| metal | share of wire | track usage | vias up |
|---|---|---|---|
| met5 | 0.0014 | 0 | - |
| met4 | 0.048 | 0.113 | 2 |
| met3 | 0.16 | 0.113 | 97 |
| met2 | 0.40 | 0.604 | 355 |
| met1 | 0.39 | 0.605 | 1781 |
| li1 | - | - | 1531 |
-- logic make-up (layout without fill, tap and decap cells) --
logic type,count (synthesis),in the layout
AND-OR/OR-AND,102,102
XOR/XNOR,7,7
adder cells (fa/ha/maj),4,4
buffers and inverters,50,191
flip-flops,32,32
multiplexers,11,11
AND/OR/NAND/NOR,126,127
-- layout make-up --
type,instances,area (um2)
fill,169,374
timing repair buffer,171,1570
clock buffer,6,72.6
clock inverter,2,35.0
inverter,12,65.1
sequential,32,801
tap,70,87.6
multi-input combinational,251,2130
-- metrics by stage --
step                      TNS (ns)  utilization
after floorplan             -0.138            -
after global placement      -24.64        0.754
after CTS                    -2.11        0.874
final                        -2.68        0.927
after global routing         -3.35        0.927
after detailed placement    -25.15        0.754
-- cell usage in the layout (no fill, tap or decap), types with 3 or more instances in the layout --
master and instances:
o211ai_1 5, nand4b_1 3, mux2i_4 4, a211oi_2 4, nand3b_1 6, o21ai_0 3
o22ai_1 5, ha_4 4, a21oi_2 9, nand4_1 3, inv_1 8, o21ai_1 9
nor3_1 5, buf_6 20, nor2_2 5, buf_4 100, dlygate4sd2_1 32, mux2i_1 4
nand3_1 7, a21oi_1 16, nor3_2 4, xnor2_1 4, a31oi_1 8, nand2_4 3
nor2_1 28, nand2_1 13, nand2b_1 10, nand2b_4 3, and3b_1 3, buf_12 11
and3_1 4, o22a_1 3, nand2_2 3, clkbuf_8 5, dfrtp_1 32
-- timing repair --
action                                  4_1_cts  5_1_grt
pin swaps                                    39       30
resized                                     116       58
buffers inserted                             26        9
cloned                                        3        0
endpoints found under the setup margin       64       30
Power and IR drop assume default switching activity.
