--- design.v ---
`timescale 1ns / 1ps
module instr_mem(
    input clk,
    input [6:0] instr_addr,
    input rd_en,
    input rst_n,
    output reg [31:0] instr_out
);
reg [31:0] instr_mem [127:0];
always @(posedge clk or negedge rst_n)	begin
    if(!rst_n)begin
        instr_out<=32'b0;  
    end
    else if(rd_en)begin
        instr_out<=instr_mem[instr_addr];
    end
    else begin
        instr_out<=instr_out;
    end
end
integer i;
initial begin
			instr_mem[0] = 32'hE3A00000; 
			instr_mem[1] = 32'hE1A0100F; 
			instr_mem[2] = 32'hE0800001; 
			instr_mem[3] = 32'hE2511001; 
			instr_mem[4] = 32'h1AFFFFFC; 
			instr_mem[5] = 32'hE59F01E8; 
			instr_mem[6] = 32'hE58F57E0; 
			instr_mem[7] = 32'hE59F57DC; 
			instr_mem[8] = 32'hE59F21D8; 
			instr_mem[9] = 32'hE5820000; 
			instr_mem[10] = 32'hE5820004; 
			instr_mem[11] = 32'hE0800001; 
			instr_mem[12] = 32'hE2511001; 
			instr_mem[13] = 32'h1AFFFFFC; 
			instr_mem[14] = 32'hE59F01C4; 
			instr_mem[15] = 32'hE58F57BC; 
			instr_mem[16] = 32'hE59F57B8; 
			instr_mem[17] = 32'hE59F21B4; 
			instr_mem[18] = 32'hE5820000; 
			instr_mem[19] = 32'hE5820004; 
			instr_mem[20] = 32'hE0800001; 
			instr_mem[21] = 32'hE2511001; 
			instr_mem[22] = 32'h1AFFFFFC; 
			instr_mem[23] = 32'hE59F01A0; 
			instr_mem[24] = 32'hE58F5798; 
			instr_mem[25] = 32'hE59F5794; 
			instr_mem[26] = 32'hE59F2190; 
			instr_mem[27] = 32'hE5820000; 
			instr_mem[28] = 32'hE5820004; 
			instr_mem[29] = 32'hE0800001; 
			instr_mem[30] = 32'hE2511001; 
			instr_mem[31] = 32'h1AFFFFFC; 
			instr_mem[32] = 32'hE59F017C; 
			instr_mem[33] = 32'hE58F5774; 
			instr_mem[34] = 32'hE59F5770; 
			instr_mem[35] = 32'hE59F216C; 
			instr_mem[36] = 32'hE5820000; 
			instr_mem[37] = 32'hE5820004; 
			instr_mem[38] = 32'hE0800001; 
			instr_mem[39] = 32'hE2511001; 
			instr_mem[40] = 32'h1AFFFFFC; 
			instr_mem[41] = 32'hE59F0158; 
			instr_mem[42] = 32'hE58F5750; 
			instr_mem[43] = 32'hE59F574C; 
			instr_mem[44] = 32'hE59F2148; 
			instr_mem[45] = 32'hE5820000; 
			instr_mem[46] = 32'hE5820004; 
			instr_mem[47] = 32'hEAFFFFFE; 
			for(i = 48; i < 128; i = i+1) begin 
				instr_mem[i] = 32'h0; 
			end
end
endmodule
--- run.sh ---
#!/bin/bash
# OpenROAD 26Q1-2900-gdf79404cd8, Yosys 0.63+post, stock flow scripts
make -C /OpenROAD-flow-scripts/flow DESIGN_CONFIG=/design/flow/config.mk WORK_HOME=/design/flow/orfs finish
--- config.mk ---
export PLATFORM = sky130hd
export DESIGN_NAME = instr_mem
export DESIGN_NICKNAME = instr_mem
export VERILOG_FILES = /design/flow/design.v
export SDC_FILE = /design/flow/constraint.sdc
export NUM_CORES = 4
export LEC_CHECK = 1
export CORE_UTILIZATION = 30
export SYNTH_HDL_FRONTEND = slang
--- constraint.sdc ---
current_design instr_mem

set clk_period 1.5
set clk_io_pct 0.2

create_clock -name clk0 -period $clk_period [get_ports {clk}]

set non_clock_inputs [all_inputs -no_clocks]
set_input_delay [expr $clk_period * $clk_io_pct] -clock clk0 $non_clock_inputs
set_output_delay [expr $clk_period * $clk_io_pct] -clock clk0 [all_outputs]
==> metrics.csv <==
stage;metric;value;unit
logic_synthesis;synth-main-ff-cell;dfrtp_1;
logic_synthesis;ys_top_cells_by_count;24 x dfrtp_1, 18 x nand2_1, 15 x a21oi_1;
logic_synthesis;top_area_cell;dfrtp_1;
final_timing;tightest_slew;0.4326;ns
logic_synthesis;ys_seq_frac;0.2589;
global_routing;grt_pass1_vias;2540;
route;routed_wl;8414;µm
hold_path;min_path_type;primary input to async pin;
clock_tree;clk_pin_slew;0.09;ns
final_timing;finalSetupViolCount;0;
final_timing;min_period_over_period;0.9723;
logic_synthesis;ys_warn_count;0;
logic_synthesis;netlist_area;0.002320;mm²
critical_path;critical_path_required;1.66;ns
clock_tree;cts_made_buffers;3;
critical_path;cp_data_arrival_time;1.62;ns
placement;numPortBuffers;41;
route;vias;2512;
clock_tree;hold_buffers;0;
finish;largest_register_ffs;24;
logic_synthesis;synth_top_cell_by_count;dfrtp_1;
floorplan;die_width;89.94;µm
final_timing;fin_skew;0;ns
logic_synthesis;synth-cells-yosys;271;
floorplan;rows;31;
finish;area_delta_synth_final;55.66;%
floorplan;die_area;0.008088;mm²
clock_tree;cts_sinks;24;
critical_path;start_kind;primary input;
status;status;finished, final reports clean;
critical_path;crit_type;primary input to flop;
route;drt_iter0_drc;145;
finish;regMostFlops;instr_out;
global_routing;antenna_found_initial;0;
floorplan;fp.dieH;89.94;µm
placement;place_hpwl;6531;µm
floorplan;core-area;0.007370;mm²
finish;reg_top3;instr_out: 24 flops;
finish;final_util;0.4900;
route;ant_nets;0;
logic_synthesis;synth_top_area_share;0.2589;
floorplan;initial_utilization;0.3148;
clock_tree;cts_tree;yes;
finish;fill_cells;675;
clock_tree;clock_latency;0.27;ns
global_routing;grt_use_total;0.2150;
final_timing;whs;0.3860;ns
clock_tree;cts_buffer_depth;2;
logic_synthesis;ys_ff;24;
final_timing;drv_slew;0;
final_timing;hold_viol_final;0;
logic_synthesis;synth_cell_types;63;
placement;finalWeightedCongestion;0.9221;
critical_path;crit_path_end_kind;flop;
finish;drive_gt1_frac;0.3649;
logic_synthesis;yosys-stat-area;0.002320;mm²
logic_synthesis;edf_count;0;
route;firstDrtPassIters;4;
logic_synthesis;top_cells_by_area;dfrtp_1 26%, ha_1 6.5%, o2bb2ai_1 4.9%;
global_routing;grt_max_degree;25;
power;p_leak;1.648;nW
route;diodes;0;
route;vias_per_cell;5.356;
floorplan;ios;42;
logic_synthesis;postSynthCellCount;271;
logic_synthesis;synth_area_per_cell;8.560;µm²
power;powerDensity;623.3;mW/mm²
flow_run;maxCapViolations;0;
route;drc;0;
power;total_power;2.251;mW
final_timing;min_period;1.458;ns
flow_run;warnings;36;
critical_path;cp_max_fo;4;
final_timing;relSlewSlack;0.7110;
final_timing;post-route-worst-setup-slack;0.04158;ns
global_routing;overflow;0;
placement;dpl_worst_slack;-0.8659;ns
clock_tree;cts.htree.levels;1;
route;routedWlPerCell;17.94;µm
logic_synthesis;synthArstFlopShare;1.000;
global_routing;grt_pass1_wl;13600;µm
clock_tree;cts_root_buf;clkbuf_8;
power;vdd_drop_max;0.2159;mV
final_timing;fmax;685.7;MHz
[critical path, stage by stage]
cell and delay, ns:
buf_2 0.13, buf_6 0.13, ha_4 0.16, or3b_4 0.40, o311ai_4 0.09, o31ai_2 0.10, a221o_1 0.30
[area by class of cell]
| type | instances | area (µm²) | area share |
|---|---|---|---|
| clock inverters | 1 | 30.03 | 0.008316 |
| inverters | 10 | 45.04 | 0.01247 |
| clock buffers | 3 | 41.29 | 0.01143 |
| multi-input cells | 204 | 1633 | 0.4522 |
| flip-flops and latches | 24 | 600.6 | 0.1663 |
| repair buffers | 128 | 1137 | 0.3150 |
| well taps | 99 | 123.9 | 0.03430 |
[cells by family after synthesis]
group / share of synthesized area
flip-flops: 0.2589
adder cells (fa/ha/maj): 0.06472
AND-OR/OR-AND: 0.3517
AND/OR/NAND/NOR: 0.1802
multiplexers: 0.03398
buffers and inverters: 0.1068
XOR/XNOR: 0.003776
[report_power, final]
group | leakage (nW) | internal (mW) | switching [mW]
registers | 0.314 | 0.710 | 0.0415
clock network | 0.0357 | 0.357 | 0.224
logic | 1.30 | 0.507 | 0.411
[worst paths after layout]
path	startpoint	endpoint	slack (ns)	cells after the start
hold / removal	rst_n	instr_out[21]	0.39	2
setup / recovery	instr_addr[1]	instr_out[2]	0.04	7
max in group asynchronous	rst_n	instr_out[12]	0.87	2
hold reg to reg	instr_out[5]	instr_out[5]	0.50	1
min in group clk0	rd_en	instr_out[24]	0.47	3
setup reg to reg	instr_out[0]	instr_out[0]	0.64	1
[layer usage]
metal	wire length (µm)	up-vias	GRT usage
met2	3766	95	0.3269
met1	3867	1181	0.3266
met4	229	0	0.06317
met5	0	-	0
met3	549	12	0.02491
li1	-	1224	-
[cells in the final DEF, fill, tap and decap left out, drive strengths merged, types with 6 or more instances in the layout]
cell type,Yosys,layout
inv,10,10
a31oi,7,7
ha,12,12
nand2b,13,13
a21oi,15,15
nor2b,9,9
mux2i,6,6
buf,25,88
o21ai,15,15
clkdlybuf4s50,0,31
nand3,9,9
nor2,12,12
a211oi,9,9
clkbuf,8,7
nand2,18,18
dfrtp,24,24
o2bb2ai,13,13
[metrics by stage]
step / std cells / instance area, µm² / TNS [ns]
2_1_floorplan: 271 / 2396 / -0.1043
3_3_place_gp: 456 / 3296 / -14.85
3_5_place_dp: 456 / 3296 / -15.02
4_1_cts: 465 / 3487 / 0
5_1_grt: 469 / 3611 / -0.02428
6_report: 469 / 3611 / 0
[repair_timing]
item,in CTS,in global routing
gates cloned,0,1
buffers inserted,5,3
resized,32,26
pin swaps,11,7
endpoints found under the setup margin,24,24
Power and IR drop assume default switching activity.
